File: flow/design.v
`timescale 1ns / 1ps
module UAT(
    input c_in,
    input [1:0] p,
    input [1:0] g,
    output P, G,
    output [1:0] c_out
    );
    assign c_out[0] = g[0] | (p[0] & c_in);
    assign c_out[1] = g[1] | (p[1] & g[0]) | (p[1] & p[0] & c_in);
    assign P = p[1] & p[0];
    assign G = g[1] | (p[1] & g[0]);
endmodule
`timescale 1ns / 1ps
module op8b(
    input[7:0] A, B,
    input c_in,
    input op,
    output[7:0] sum,
    output P, G,
    output c_out
    );
    reg [7:0] b;
    always @* begin
        if (op == 0)
            b = B;
        else
            b = -B;
    end
    sum8b s(A, b, c_in, sum, P, G, c_out);
endmodule
`timescale 1ns / 1ps
module sum1b(
    input a, b,
    input c_in,
    output sum,
    output P, G,
    output c_out
    );
    wire p, g;
    assign p = a ^ b;
    assign g = a & b;
    assign c_out = g | (p & c_in);
    assign P = p;
    assign G = g;
    assign sum = c_in ^ p;
endmodule
`timescale 1ns / 1ps
module sum2b(
    input[1:0] A, B,
    input c_in,
    output[1:0] sum,
    output P, G,
    output c_out
    );
    wire [1:0] p, g, c;
    sum1b s1(A[0], B[0], c_in, sum[0], p[0], g[0]);
    sum1b s2(A[1], B[1], c[0], sum[1], p[1], g[1]);
    UAT uat(c_in, p, g, P, G, c);
    assign c_out = c[1];
endmodule
`timescale 1ns / 1ps
module sum4b(
    input[3:0] A, B,
    input c_in,
    output[3:0] sum,
    output P, G,
    output c_out
    );
    wire [1:0] p, g, c;
    sum2b s1(A[1:0], B[1:0], c_in, sum[1:0], p[0], g[0]);
    sum2b s2(A[3:2], B[3:2], c[0], sum[3:2], p[1], g[1]);
    UAT uat(c_in, p, g, P, G, c);
    assign c_out = c[1];
endmodule
`timescale 1ns / 1ps
module sum8b(
    input[7:0] A, B,
    input c_in,
    output[7:0] sum,
    output P, G,
    output c_out
    );
    wire [1:0] p, g, c;
    sum4b s1(A[3:0], B[3:0], c_in, sum[3:0], p[0], g[0]);
    sum4b s2(A[7:4], B[7:4], c[0], sum[7:4], p[1], g[1]);
    UAT uat(c_in, p, g, P, G, c);
    assign c_out = c[1];
endmodule
File: flow/run.sh
#!/bin/bash
# OpenROAD 26Q1-2900-gdf79404cd8, Yosys 0.63+post, stock flow scripts
make -C /OpenROAD-flow-scripts/flow DESIGN_CONFIG=/design/flow/config.mk WORK_HOME=/design/flow/orfs finish
File: flow/config.mk
export PLATFORM = sky130hd
export DESIGN_NAME = op8b
export DESIGN_NICKNAME = op8b
export VERILOG_FILES = /design/flow/design.v
export SDC_FILE = /design/flow/constraint.sdc
export NUM_CORES = 4
export LEC_CHECK = 1
export CORE_AREA = 10 10 70 70
export DIE_AREA = 0 0 80 80
File: flow/constraint.sdc
current_design op8b

set clk_period 5.7
set clk_io_pct 0.2

create_clock -name clk0 -period $clk_period

set non_clock_inputs [all_inputs -no_clocks]
set_input_delay [expr $clk_period * $clk_io_pct] -clock clk0 $non_clock_inputs
set_output_delay [expr $clk_period * $clk_io_pct] -clock clk0 [all_outputs]
==> results.py <==
# Physical implementation metrics
metrics = {
    "cts": {
        "hold_buffers": 0,
        "cts_setup_buffers": 0,
        "cts_resized": 0,
    },
    "sta": {
        "fin_setup_tns_ns": 0,
        "rsz0062_at_grt": "no",
        "finalCritPeriodShare": 0.941,
        "hold_viol_final": 0,
        "worstMarginPinSlew_ns": 0.348,
        "period_needed_ns": 5.36,
        "setup_violations": 0,
        "relSlewSlack": 0.765,
        "holdWs_ns": 3.35,
        "fmax_ghz": 0.187,
        "drv_slew": 0,
    },
    "route": {
        "via_per_inst": 3.85,
        "antenna_left": 0,
        "vias": 523,
        "drcViolationCount": 0,
        "wl_per_cell_um": 10.9,
        "drt_first_pass_iters": 4,
        "wirelength_um": 1480,
        "antenna_cells": 0,
        "first_iter_violations": 13,
    },
    "worst_setup_path": {
        "worstPathMaxFanout": 3,
        "cp-startpoint": "B[0]",
        "worstSetupPathType": "in -> out",
        "worstSetupEndpoint": "sum[7]",
        "critPathCaptureType": "output port",
        "required_ns": 4.56,
        "start_kind": "primary input",
        "crit_arrival_ns": 4.22,
    },
    "hold_path": {
        "hp-class": "in -> out",
        "hold_depth": 5,
        "min_from": "c_in",
    },
    "floorplan": {
        "die-area_um2": 6400,
        "die_w_um": 80,
        "die_h_um": 80,
        "std_cell_rows": 21,
        "fp_util": 0.165,
        "coreArea_um2": 3420,
        "ios": 29,
    },
    "cells_and_area": {
        "final_cell_mix": "29 x clkdlybuf4s50_1, 9 x inv_1, 9 x ha_1, 8 x xnor2_1",
        "ff_latch_area_um2": 0,
        "layout_top_cell": "clkdlybuf4s50_1",
        "instances_no_fill": 136,
        "syn_to_final_growth_pct": 51.1,
        "design_area_um2": 851,
        "drive_above_1_share": 0.0444,
        "ff_count": 0,
        "clkbuf_count": 0,
    },
    "grt": {
        "busiest_layer": "met2",
        "grt_pass1_vias": 529,
        "grtUsageMet1": 0.0584,
        "use_met2": 0.0610,
        "grt.total_usage": 0.0432,
        "grt_pass1_wl_um": 2300,
        "grtUsageMet3": 0.0261,
        "overflow": 0,
        "grt_max_degree": 9,
        "antenna_found_initial": 0,
    },
    "logic_synthesis": {
        "yosys_area_um2": 563,
        "yosys_warnings": 1,
        "yosysUniqueCellTypes": 23,
        "top_cell_area_share": 0.200,
        "avgSynthCellArea_um2": 8.16,
        "netlist_instances": 69,
        "synth_area_um2": 563,
        "ys_cells": 69,
        "area_leaders": "ha_1 20%, fa_1 14%, xnor2_1 12%, buf_4 11%, inv_1 6.0%",
        "synth.yosys.seq_area_share": 0,
        "yosysTopAreaCell": "ha_1",
    },
    "placement": {
        "placed_cell_area_um2": 851,
        "dp_cells": 136,
        "gp_congestion": 0.773,
        "io_buffer_count": 29,
        "dpl.hpwl_um": 1410,
    },
    "power_and_ir_drop": {
        "p_comb_frac": 1.000,
        "pwr-share-clk": 0,
        "ir_drop_mv": 0.0221,
        "p_int_uw": 70.1,
        "p_seq_frac": 0,
        "pwr_density_cell_nw_per_um2": 127,
        "power_leakage_uw": 0.000364,
        "sw_frac_of_total": 0.353,
        "power_switching_uw": 38.2,
    },
    "flow_run": {
        "max-cap-violations": 0,
        "log.warning_count": 32,
    },
    "run_status": {
        "status": "finished clean",
    },
}
-- cell usage after synthesis, types with 2 or more instances --
cell type,n
buf_4,8
inv_1,9
xnor2_1,8
nand2b_1,2
nand3_1,2
a31o_2,2
nand2_1,3
a21o_1,4
o21ai_0,3
ha_1,9
fa_1,4
xor2_1,2
a21oi_1,3
-- per-layer routing --
metal | up-vias | part of all wire
met2 | 21 | 0.39
met4 | 0 | 0
met1 | 226 | 0.46
met3 | 0 | 0.14
li1 | 276 | -
met5 | - | 0
-- worst min path at each step --
stage | end | slack, ns
after CTS | sum[0] | 3.37
final | sum[0] | 3.35
after global routing | sum[0] | 3.41
-- stage by stage --
stage,utilization,setup WS (ns),power (µW)
2_1_floorplan,-,1.27,68.5
4_1_cts,0.249,0.305,112
6_report,0.249,0.338,108
3_5_place_dp,0.249,0.318,111
5_1_grt,0.249,0.133,121
3_3_place_gp,0.249,0.337,110
-- cell families after synthesis --
kind of cell    share of synthesized area
fa+ha+maj                           0.342
simple gates                        0.140
buf+inv                             0.167
xor+xnor                            0.156
compound gates                      0.196
-- critical path, cell delays in order --
cell	delay, ns
clkdlybuf4s50_1	0.51
inv_1	0.09
ha_1	0.21
nand2b_1	0.15
xnor2_1	0.22
ha_1	0.30
nand3_1	0.11
o211ai_1	0.15
a31o_2	0.30
fa_1	0.40
xor2_1	0.16
clkdlybuf4s50_1	0.49
-- final cells by class --
type	count	area [µm²]
Timing Repair Buffer	29	290
Inverter	9	33.8
Multi-Input combinational cell	52	469
Tap cell	46	57.6
Fill cell	372	2560
-- power by group through the flow --
stage / Sequential [µW] / Combinational [µW] / Clock [µW]
finish: 0 / 108 / 0
CTS: 0 / 112 / 0
global route: 0 / 121 / 0
Power figures rest on the tool's default switching activity, not on a simulated workload.
