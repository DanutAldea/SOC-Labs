==> flow/design.v <==
`timescale 1ns / 1ps
module UAT(
    input c_in,
    input [1:0] p,
    input [1:0] g,
    output P, G,
    output [1:0] c_out
    );
    assign c_out[0] = g[0] | (p[0] & c_in);
    assign c_out[1] = g[1] | (p[1] & g[0]) | (p[1] & p[0] & c_in);
    assign P = p[1] & p[0];
    assign G = g[1] | (p[1] & g[0]);
endmodule
`timescale 1ns / 1ps
module bin2bcd(
    input bin, clk, rst, load,
    output reg [7:0] bcd   
    );  
    integer i;
    reg ci = 0;
    wire P1, P2, G1, G2, C_out1, C_out2;
    reg [3:0] trei = 3;
    wire [7:0] bcd2;
    sum4b s1({bcd[2:0], bin}, trei, ci, bcd2[3:0], P1, G1, C_out1);
    sum4b s2(bcd[6:3], trei, ci, bcd2[7:4], P2, G2, C_out2);
    always @(posedge clk or posedge rst) begin
        if (rst) begin
            bcd = 0;
            i = 0;
        end else begin
            if (load) begin
                bcd = 0;
                i = 0;
            end
            if (i < 7) begin
                bcd = {bcd[6:0], bin};
                if(i < 6 && bcd[3:0] > 4)
                    bcd[3:0] = bcd2[3:0];;
                if(i < 6 && bcd[7:4] > 4)
                    bcd[7:4] = bcd2[7:4];
                i = i + 1;
            end
        end
    end
endmodule
`timescale 1ns / 1ps
module sum1b(
    input a, b,
    input c_in,
    output sum,
    output P, G,
    output c_out
    );
    wire p, g;
    assign p = a ^ b;
    assign g = a & b;
    assign c_out = g | (p & c_in);
    assign P = p;
    assign G = g;
    assign sum = c_in ^ p;
endmodule
`timescale 1ns / 1ps
module sum2b(
    input[1:0] A, B,
    input c_in,
    output[1:0] sum,
    output P, G,
    output c_out
    );
    wire [1:0] p, g, c;
    sum1b s1(A[0], B[0], c_in, sum[0], p[0], g[0]);
    sum1b s2(A[1], B[1], c[0], sum[1], p[1], g[1]);
    UAT uat(c_in, p, g, P, G, c);
    assign c_out = c[1];
endmodule
`timescale 1ns / 1ps
module sum4b(
    input[3:0] A, B,
    input c_in,
    output[3:0] sum,
    output P, G,
    output c_out
    );
    wire [1:0] p, g, c;
    sum2b s1(A[1:0], B[1:0], c_in, sum[1:0], p[0], g[0]);
    sum2b s2(A[3:2], B[3:2], c[0], sum[3:2], p[1], g[1]);
    UAT uat(c_in, p, g, P, G, c);
    assign c_out = c[1];
endmodule
==> flow/run.sh <==
#!/bin/bash
# OpenROAD 26Q1-2900-gdf79404cd8, Yosys 0.63+post, stock flow scripts
make -C /OpenROAD-flow-scripts/flow DESIGN_CONFIG=/design/flow/config.mk WORK_HOME=/design/flow/orfs finish
==> flow/config.mk <==
export PLATFORM = sky130hd
export DESIGN_NAME = bin2bcd
export DESIGN_NICKNAME = bin2bcd
export VERILOG_FILES = /design/flow/design.v
export SDC_FILE = /design/flow/constraint.sdc
export NUM_CORES = 4
export LEC_CHECK = 1
export CORE_UTILIZATION = 50
==> flow/constraint.sdc <==
current_design bin2bcd

set clk_period 6.7
set clk_io_pct 0.2

create_clock -name clk0 -period $clk_period [get_ports {clk}]

set non_clock_inputs [all_inputs -no_clocks]
set_input_delay [expr $clk_period * $clk_io_pct] -clock clk0 $non_clock_inputs
set_output_delay [expr $clk_period * $clk_io_pct] -clock clk0 [all_outputs]
==> flow_summary_export.csv <==
group,metric,value,unit
outcome,status,"completed",
floorplanning,chip_area,5180,sq um
placement,dpl_cell_area,2540,sq um
global_routing,grt.busiest_layer,"met1",
finish,lay_top_cells,"40 x dfrtp_1, 21 x nand2_1, 16 x a21oi_1, 13 x inv_1, 13 x nand4_1",
sta,setup_tns,0,ns
placement,hpwl,3490,microns
route,viasPerCell,5.70,
global_routing,grt_max_degree,49,
clocking,cts_tree,"yes",
pwr,clockPowerShare,29.8,%
finish,design_area,2630,sq um
global_routing,grt_first_pass_wirelength,8710,microns
sta,rsz0062_at_grt,"false",
route,first_pass_iters,4,
clocking,cts_root_buffer,"clkbuf_8",
job,drv_cap,0,
synth,ys_cells,267,
synth,syn_area_per_cell,9.17,sq um
global_routing,antenna_found_initial,0,
global_routing,met3_usage,3.10,%
global_routing,met1_usage,39.0,%
floorplanning,die_h,72.0,microns
floorplanning,initCoreUtil,51.8,%
sta,worst_pin_slew,0.696,ns
floorplanning,core-area,4720,sq um
sta,fin_skew,0.00434,ns
clocking,clock_latency,0.29,ns
global_routing,grtUsageMet2,31.8,%
clocking,cts_resized,0,
sta,final-max-slew-violation-count,0,
synth,ys.warnings.count,1,
route,vias,1908,
pwr,ir_worst_vdd,0.000142,V
placement,portBuffers,11,
pwr,power_density,215,nW/um^2
setup_path,worstSetupEndpointType,"flop",
setup_path,worstPathMaxFanout,48,
setup_path,cp-start-kind,"input pin",
synth,synth-main-ff-cell,"dfrtp_1",
clocking,cts_made_buffers,5,
synth,post_synth_num_cell_types,50,
pwr,p_sw,0.162,mW
sta,min_period,4.03,ns
finish,layout-drive-gt1-share,8.58,%
sta,hold_viol,0,
min_path,hold_path.class,"reg -> reg",
finish,nFillCells,430,
finish,lay_top_count,"dfrtp_1",
floorplanning,rows,25,
setup_path,crit_type,"in -> reg",
sta,slew-limit-headroom,53.3,%
pwr,power_frac_comb,20.4,%
sta,timing.fmax,0.248,GHz
synth,yosys_area,2450,sq um
floorplanning,ioPinCount,12,
clocking,htreeDepth,2,
finish,final_cells,335,
placement,gp_congestion,0.811,
synth,syn_inst,267,
route,ant_nets,0,
route,drc_errors,0,
synth,ys_async_sr_fraction,100,%
clocking,clk_path_buf_depth,2,
clocking,cts_setup_buffers,0,
synth,synth_seq_share,40.9,%
setup_path,crit_arrival,4.24,ns
global_routing,grt_pass1_vias,1763,
global_routing,grt_usage,22.2,%
route,diodes,0,
pwr,leakagePower,1.03,nW
pwr,swShare,28.7,%
sta,setup_ws,2.67,ns
sta,post-route-period-util,60.2,%
clocking,ctsHoldBuffers,0,
route,drt-total-wl,5180,microns
placement,post-place-ws,2.44,ns
setup_path,cp.required,6.91,ns
route,post_drt_wl_per_cell,15.4,microns
global_routing,grt_overflow,0,
synth,synth_area,2450,sq um
job,tool_warnings,25,
synth,numSynthFlops,40,
clocking,clk_pin_slew,0.08,ns
clocking,cts.sinks,40,
placement,dpl.cell_count,327,
pwr,p_seq_share,49.8,%
pwr,finalPower,0.565,mW
pwr,internal_power,0.403,mW
sta,finalSetupViolations,0,
synth,edf_count,0,
floorplanning,die_w,72.0,microns
finish,area_delta_synth_final,7.31,%
route,drt_iter0_drc,117,
flip-flops by register name, indices dropped and copies added, names as in the netlist:
register  flops
i            32
bcd           8
path summary, 6_finish.rpt:
check	start	to	slack [ns]	cells after the start
worst max register to register	i[1]	i[30]	4.08	8
worst max-delay path	load	i[30]	2.67	10
worst min register to register	i[8]	i[8]	0.54	1
worst min-delay path	i[8]	i[8]	0.54	1
min in group asynchronous	rst	i[25]	1.38	2
max in group asynchronous	rst	i[10]	4.64	3
area by class of cell:
cell class                      count  area [sq um]  area share (%)
Clock buffer                        8          90.1            3.43
Multi-Input combinational cell    193          1270            48.5
Sequential cell                    40          1000            38.1
Timing Repair Buffer               13           125            4.76
Inverter                           14          52.6            2.00
Tap cell                           67          83.8            3.19
kinds of logic after synthesis:
logic type	after synthesis	synth area share, %
simple gates	119	29.1
compound gates	52	14.2
flops	40	40.9
buf+inv	34	7.05
xor+xnor	14	5.01
fa+ha+maj	5	2.55
mux	3	1.28
stage by stage:
stage / util (%) / hold WS, ns
global route: 55.6 / 0.594
finish: 55.6 / 0.539
floorplan: - / 0.490
global placement: 53.7 / 0.518
CTS: 55.6 / 0.534
detailed placement: 53.7 / 0.523
per-layer routing:
metal / share of wire [%] / vias up / wire length [microns]
li1: - / 970 / -
met1: 53 / 907 / 2760
met2: 43 / 27 / 2240
met3: 2.8 / 4 / 143
met4: 0.77 / 0 / 40
met5: 0 / - / 0
critical path, stage by stage:
cell             delay [ns]
clkdlybuf4s50_1        0.39
buf_4                  0.27
nand2b_1               0.25
inv_1                  0.09
ha_1                   0.23
nand4_1                0.20
nor3_2                 0.33
nand3_1                0.36
or4_1                  0.60
a21oi_1                0.15
synth_stat cells (all sizes together) (8+ instances only):
master	instances	share of area, %
nor4	8	2.0
xnor2	11	3.9
nand4	13	3.3
nand3	10	2.2
buf	12	3.7
clkbuf	8	1.2
nor2b	10	2.7
nor2	12	1.8
or4	9	2.8
nand2b	8	2.4
a21oi	16	3.3
o21ai	12	2.5
dfrtp	40	41
inv	14	2.1
nand2	21	3.2
power groups by stage:
| stage | Combinational [mW] | Sequential (mW) | Clock, mW |
|---|---|---|---|
| 6_report | 0.115 | 0.281 | 0.168 |
| 5_1_grt | 0.133 | 0.284 | 0.181 |
| 4_1_cts | 0.116 | 0.281 | 0.173 |
No activity file was given, so power comes from the tool's default toggle rates.
