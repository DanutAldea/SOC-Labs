==> run.sh <==
#!/bin/bash
# OpenROAD 26Q1-2900-gdf79404cd8, Yosys 0.63+post, stock flow scripts
make -C /OpenROAD-flow-scripts/flow DESIGN_CONFIG=/design/flow/config.mk WORK_HOME=/design/flow/orfs finish
==> constraint.sdc <==
current_design counter

set clk_period 1.4
set clk_io_pct 0.2

create_clock -name clk0 -period $clk_period [get_ports {clk}]

set non_clock_inputs [all_inputs -no_clocks]
set_input_delay [expr $clk_period * $clk_io_pct] -clock clk0 $non_clock_inputs
set_output_delay [expr $clk_period * $clk_io_pct] -clock clk0 [all_outputs]
==> config.mk <==
export PLATFORM = sky130hd
export DESIGN_NAME = counter
export DESIGN_NICKNAME = counter
export VERILOG_FILES = /design/flow/design.v
export SDC_FILE = /design/flow/constraint.sdc
export NUM_CORES = 4
export LEC_CHECK = 1
export CORE_AREA = 10 10 70 70
export DIE_AREA = 0 0 80 80
==> design.v <==
`timescale 1ns / 1ps
module counter(
    input clk, rst, load,
    input [5:0]load_reg,
    output reg [5:0]cnt
    );
    always @(posedge clk or posedge rst) begin
        if (rst) begin
            cnt = 0;
        end else begin
            if (load) begin
                cnt = load_reg;
            end else begin
                if (cnt == 59) cnt = 0;
                else cnt = cnt + 1;
            end
        end
    end
endmodule
==> results.toml <==
# implementation run metrics
[worst_setup_path]
critical_path_class = "flip-flop to output pin"
timing.critical_path.required_ps = 1120
cpPeakStageDelay_ps = 470
critPathArrivalTime_ps = 1060
cp_slowest_cell = "sky130_fd_sc_hd__clkdlybuf4s50_1"
critical_path.startpoint_type = "flip-flop"
critPathCaptureType = "output pin"
path_cells = "clkdlybuf4s50_1"
worstPathBufferInverterCount = 1
critical_path.max_fanout = 2
critPathTopFamily = "buffers and inverters"

[timing]
worstMarginPinSlew_ps = 248
finalCritPeriodShare_pct = 95.7
fin_setup_tns_ps = 0
report.final.hold_viol_count = 0
grt_setup_unrepaired = "false"
max_freq_mhz = 746
maxSlewHeadroom_pct = 83.5
post-route-min-period_ps = 1340
maxSlewViolCount = 0
clock_skew_ps = 2.98
report.final.setup_viol = 0

[floorplan]
floorplan.die_area_sq_um = 6400
die_w_um = 80
floorplan.io_pins = 15
floorplan.core_area_sq_um = 3420
floorplan.rows = 21
initial_utilization_pct = 9.19
floorplan.die.height_um = 80

[finish]
signed_area_change_from_the_synthesized_netlist_to_the_final_layout_pct = 90.8
share_of_post_route_cells_with_drive_strength_above_1_pct = 30.4
num-fill-cells = 391
largest_register_ff_count = 6
post_layout_nonfiller_instances = 102

[synthesis]
avgSynthCellArea_sq_um = 10.1
postSynthSeqShare_pct = 47.8
synth.top_cells.by_area = "sky130_fd_sc_hd__dfrtp_1 (48%), sky130_fd_sc_hd__o21ai_0 (8.0%), sky130_fd_sc_hd__nand2_1 (7.2%), sky130_fd_sc_hd__a22oi_2 (4.0%), sky130_fd_sc_hd__ha_1 (4.0%)"
synthDominantCellAreaShare_pct = 47.8
async_reset_ff_share_pct = 100
yosys-top-cells-count = "sky130_fd_sc_hd__dfrtp_1 (6), sky130_fd_sc_hd__nand2_1 (6), sky130_fd_sc_hd__o21ai_0 (5)"
syn-cell-area_sq_um = 314
ff_type = "sky130_fd_sc_hd__dfrtp_1"
yosysCellCount = 31
synth.yosys.chip_area_sq_um = 314
synth-edff-count = 0
synth-seq-cells = 6
top_area_cell = "sky130_fd_sc_hd__dfrtp_1"
synth_cell_types = 17
yosys_warnings = 1
post_synth_inst_count = 31

[cts]
tritoncts = "yes"
cts-root-to-sink-buffers = 2
cts.reportedPaths.clkPinSlew_ps = 50
insertion_delay_ps = 250
root_buffer_cell = "sky130_fd_sc_hd__clkbuf_4"
cts-htree-levels = 1
clock-sinks = 6
cts_made_buffers = 3

[min_path]
holdCritPathClass = "input pin to asynchronous set/reset pin"

[detailed_routing]
vias_per_cell = 3.22
antenna_violating_nets_post_route = 0
post-route-drc-count = 0
drtPass1Iterations = 4
drt-wirelength-per-cell_um = 9.90
route.vias.total = 328
detail_route.antenna_diodes = 0
drt-total-wl_mm = 1.01
drt_first_iter_violations = 8

[global_routing]
grt_remaining_overflow = 0
global_route_wire_length_before_repair_mm = 1.68
largest_net_degree_at_the_start_of_global_routing = 7
grt_antenna_before_repair = 0
grt_pass1_vias = 345
grt.total_usage_pct = 3.39

[placement]
placed_cells_incl_taps = 93
place.port_buffers = 14
hpwlAfterDp_um = 790
finalWeightedCongestion = 0.805

[power_and_ir_drop]
max-vdd-ir-drop_uv = 542
power_density_over_the_cells_nw_per_um2 = 953
p_leak_nw = 0.250

[run]
openroad.warnings = 25
max_cap_viol_count = 0

[run_status]
run_status = "finished, final reports clean"
per-stage QoR:
stage	setup WS, ps	hold WS (ps)	power, mW	area [sq um]	util [%]
global placement	80.2	519	0.389	531	15.5
floorplan	274	71.0	0.279	314	-
finish	59.8	251	0.571	599	17.5
CTS	31.3	252	0.574	588	17.2
detailed placement	7.77	522	0.387	531	15.5
global route	3.15	264	0.618	599	17.5
cells in the final DEF, fill, tap and decap left out:
master / instances
sky130_fd_sc_hd__clkdlybuf4s50_1: 11
sky130_fd_sc_hd__o21bai_2: 1
sky130_fd_sc_hd__dfrtp_2: 1
sky130_fd_sc_hd__o31a_1: 1
sky130_fd_sc_hd__buf_4: 9
sky130_fd_sc_hd__inv_1: 1
sky130_fd_sc_hd__o211ai_1: 1
sky130_fd_sc_hd__xnor2_1: 1
sky130_fd_sc_hd__dfrtp_1: 5
sky130_fd_sc_hd__nand2_1: 6
sky130_fd_sc_hd__ha_1: 1
sky130_fd_sc_hd__and4b_1: 1
sky130_fd_sc_hd__clkbuf_4: 3
sky130_fd_sc_hd__dlygate4sd2_1: 3
sky130_fd_sc_hd__nand4_1: 1
sky130_fd_sc_hd__xor2_1: 1
sky130_fd_sc_hd__mux2_2: 1
sky130_fd_sc_hd__a22oi_2: 1
sky130_fd_sc_hd__nand3_2: 1
sky130_fd_sc_hd__o21ai_0: 5
sky130_fd_sc_hd__a21oi_1: 1
cells by family (layout without fill, tap and decap cells):
family / Yosys count / in the layout / synth area share (%)
flops: 6 / 6 / 47.8
compound gates: 10 / 10 / 21.1
mux: 1 / 1 / 3.59
buf+inv: 2 / 27 / 2.39
fa+ha+maj: 1 / 1 / 3.98
simple gates: 9 / 9 / 15.5
xor+xnor: 2 / 2 / 5.58
report_power, final:
part / internal [mW] / switching, mW
logic: 0.124 / 0.0672
clock network: 0.0971 / 0.0642
registers: 0.199 / 0.0193
total: 0.420 / 0.151
layout make-up:
cell class,count,area (sq um),share of cell area [%]
repair buffers,23,204,34.0
inverters,1,3.75,0.626
flip-flops and latches,6,151,25.3
well taps,46,57.6,9.60
clock buffers,3,22.5,3.76
multi-input cells,23,160,26.7
path summary, 6_finish.rpt:
path | start | endpoint | slack (ps) | cells past startpoint
worst min-delay path | rst | cnt[0] | 250 | 2
max in group asynchronous | rst | cnt[3] | 930 | 2
worst max register to register | cnt[1] | cnt[3] | 110 | 5
worst max-delay path | cnt[2] | cnt[2] | 60 | 1
min in group clk0 | load_reg[4] | cnt[4] | 590 | 3
worst min register to register | cnt[0] | cnt[0] | 620 | 2
metal layers:
metal  track usage [%]  part of all wire [%]  up-vias
met5                 0                     0        -
met4             0.176                     0        0
met3              2.84                    15        0
met2              3.77                    36       19
met1              4.90                    49      145
li1                  -                     -      164
what timing repair did:
| item | 4_1_cts | 5_1_grt |
|---|---|---|
| resized | 4 | 1 |
| setup endpoints to repair | 5 | 5 |
| setup buffers | 5 | 1 |
| hold buffers | 0 | 0 |
Power is estimated from default activity; no workload was simulated.
